[run.sh]
#!/bin/bash
# OpenROAD 26Q1-2900-gdf79404cd8, Yosys 0.63+post, stock flow scripts
make -C /OpenROAD-flow-scripts/flow DESIGN_CONFIG=/design/flow/config.mk WORK_HOME=/design/flow/orfs finish
[config.mk]
export PLATFORM = sky130hd
export DESIGN_NAME = dmac_channel_ctrl
export DESIGN_NICKNAME = dmac_channel_ctrl
export VERILOG_FILES = /design/flow/design.v
export SDC_FILE = /design/flow/constraint.sdc
export NUM_CORES = 4
export LEC_CHECK = 1
export CORE_UTILIZATION = 30
export SYNTH_HDL_FRONTEND = slang
[constraint.sdc]
current_design dmac_channel_ctrl

set clk_period 11.2
set clk_io_pct 0.2

create_clock -name clk0 -period $clk_period [get_ports {clk}]

set non_clock_inputs [all_inputs -no_clocks]
set_input_delay [expr $clk_period * $clk_io_pct] -clock clk0 $non_clock_inputs
set_output_delay [expr $clk_period * $clk_io_pct] -clock clk0 [all_outputs]
[design.v]
package axi4_pkg;
    localparam LEN_BITS = 8;
    localparam SIZE_BITS = 3;
    localparam BURST_BITS = 2;
    localparam RESP_BITS = 2;
    typedef bit [LEN_BITS-1:0]  len_t;
    typedef bit [SIZE_BITS-1:0] size_t;
    typedef enum logic [BURST_BITS-1:0] {
        FIXED = 0,
        INCR = 1,
        WRAP = 2
    } burst_t;
    typedef enum logic [RESP_BITS-1:0] {
        OKAY   = 0,
        EXOKAY = 1,
        SLVERR = 2,
        DECERR = 3
    } resp_t;
endpackage : axi4_pkg
module dmac_channel_ctrl # (
    parameter int ADDR_WD = 32,
    parameter int DATA_WD = 32,
    parameter int CHANNEL_COUNT = 8,  
    parameter int MAX_BURST_LEN = 16,  
    parameter int RD_MAX_OUTSTANDING = 8,
    localparam int STRB_WD = DATA_WD / 8
) (
    input clk,
    input rst,
    input                               cmd_valid,
    output logic                        cmd_ready,
    input [ADDR_WD-1:0]                 cmd_src_addr,
    input [ADDR_WD-1:0]                 cmd_dst_addr,
    input [1:0]                         cmd_burst,
    input [ADDR_WD-1:0]                 cmd_len,
    input [2:0]                         cmd_size,
    input [$clog2(MAX_BURST_LEN)+1:0]   buf_usage,
    output                              rd_req_valid,
    input                               rd_req_ack,
    output [ADDR_WD-1:0]                rd_req_addr,
    output [axi4_pkg::BURST_BITS-1:0]   rd_req_burst,
    output [ADDR_WD-1:0]                rd_req_length,
    output [axi4_pkg::SIZE_BITS-1:0]    rd_req_size,
    input  [ADDR_WD-1:0]                rd_req_next_addr,
    input  [ADDR_WD-1:0]                rd_req_next_length,
    input                               rd_req_done,
    input                               rd_resp_valid,
    output logic                        wr_req_valid,
    input                               wr_req_ack,
    output [ADDR_WD-1:0]                wr_req_addr,
    output [axi4_pkg::BURST_BITS-1:0]   wr_req_burst,
    output [ADDR_WD-1:0]                wr_req_length,
    output [$clog2(ADDR_WD/8)-1:0]      wr_req_data_offset,  
    output [axi4_pkg::SIZE_BITS-1:0]    wr_req_size,
    input  [ADDR_WD-1:0]                wr_req_next_addr,
    input  [ADDR_WD-1:0]                wr_req_next_length,
    input                               wr_req_done
);
    logic               channel_active;
    logic [ADDR_WD-1:0] channel_src_addr;
    logic [ADDR_WD-1:0] channel_dst_addr;
    axi4_pkg::burst_t   channel_burst;
    axi4_pkg::size_t    channel_size;
    logic [ADDR_WD-1:0] channel_rd_ptr;
    logic [ADDR_WD-1:0] channel_rd_remaing_len;
    logic               channel_rd_req_done;
    logic [$clog2(RD_MAX_OUTSTANDING)-1:0] channel_rd_outstanding_ctr;
    logic [ADDR_WD-1:0] channel_wr_ptr;
    logic [ADDR_WD-1:0] channel_wr_remaing_len;
    logic               channel_wr_req_done;
    wire allocate_channel = cmd_valid && cmd_ready;
    always_ff @(posedge clk or posedge rst) begin
        if (rst) begin
            channel_active   <= 0;
            channel_src_addr <= 'x;
            channel_dst_addr <= 'x;
            channel_burst    <= axi4_pkg::burst_t'('x);
            channel_size     <= axi4_pkg::size_t'('x);
        end else begin
            if (allocate_channel) begin
                channel_active <= 1;
                channel_src_addr <= cmd_src_addr;
                channel_dst_addr <= cmd_dst_addr;
                channel_burst <= axi4_pkg::burst_t'(cmd_burst);
                channel_size <= axi4_pkg::size_t'(cmd_size);
            end else if (wr_req_ack && wr_req_done ) begin
                channel_active <= 0;
            end
        end
    end
    always_ff @(posedge clk or posedge rst) begin
        if (rst) begin
            cmd_ready <= 0;
        end else begin
            if (cmd_valid && cmd_ready)
                cmd_ready <= 0;
            else
            if (!channel_active)
                cmd_ready <= 1;
        end
    end
    always_ff @(posedge clk or posedge rst) begin
        if (rst) begin
            channel_rd_req_done <= 0;
        end else begin
            if (allocate_channel) begin
                channel_rd_req_done <= 0;
            end else if (rd_req_ack && rd_req_done) begin
                channel_rd_req_done <= 1;
            end
        end
    end
    always_ff @(posedge clk or posedge rst) begin
        if (rst) begin
            channel_rd_ptr <= 'x;
            channel_rd_remaing_len <= 'x;
        end else begin
            if (allocate_channel) begin
                channel_rd_ptr <= cmd_src_addr;
                channel_rd_remaing_len <= cmd_len;
            end else if (rd_req_ack) begin
                channel_rd_ptr <= rd_req_next_addr;
                channel_rd_remaing_len <= rd_req_next_length;
            end
        end
    end
    always_ff @(posedge clk or posedge rst) begin
        if (rst) begin
            channel_rd_outstanding_ctr <= 0;
        end else begin
            if ((rd_req_valid && rd_req_ack) != rd_resp_valid) begin
                if (rd_resp_valid) begin
                    channel_rd_outstanding_ctr <= channel_rd_outstanding_ctr - 1;
                end else begin
                    channel_rd_outstanding_ctr <= channel_rd_outstanding_ctr + 1;
                end
            end
        end
    end
    assign rd_req_valid   = channel_active && !channel_rd_req_done && channel_rd_outstanding_ctr != '1;
    assign rd_req_addr    = channel_rd_ptr;
    assign rd_req_burst   = channel_burst;
    assign rd_req_length  = channel_rd_remaing_len;
    assign rd_req_size    = channel_size;
    always_ff @(posedge clk or posedge rst) begin
        if (rst) begin
            channel_wr_req_done <= 0;
        end else begin
            if (allocate_channel) begin
                channel_wr_req_done <= 0;
            end else if (wr_req_ack && wr_req_done) begin
                channel_wr_req_done <= 1;
            end
        end
    end
    always_ff @(posedge clk or posedge rst) begin
        if (rst) begin
            channel_wr_ptr <= 'x;
            channel_wr_remaing_len <= 'x;
        end else begin
            if (allocate_channel) begin
                channel_wr_ptr <= cmd_dst_addr;
                channel_wr_remaing_len <= cmd_len;
            end else if (wr_req_ack) begin
                channel_wr_ptr <= wr_req_next_addr;
                channel_wr_remaing_len <= wr_req_next_length;
            end
        end
    end
    always_ff @(posedge clk or posedge rst) begin
        if(rst) begin
            wr_req_valid <= 0;
        end else begin
            if (channel_active && (buf_usage >= MAX_BURST_LEN || channel_rd_req_done && channel_rd_outstanding_ctr == 0) && !(wr_req_ack && wr_req_done || channel_wr_req_done)) begin
                wr_req_valid <= 1;
            end else if (wr_req_ack) begin
                wr_req_valid <= 0;
            end
        end
    end
    assign wr_req_addr        = channel_wr_ptr;
    assign wr_req_burst       = channel_burst;
    assign wr_req_length      = channel_wr_remaing_len;
    assign wr_req_data_offset = channel_src_addr[$clog2(ADDR_WD/8)-1:0];  
    assign wr_req_size        = channel_size;
endmodule : dmac_channel_ctrl
==> results_dict.tcl <==
# implementation run metrics
set metrics [dict create \
    rsz0062_at_grt "no" \
    grt-ovfl-total 0 \
    setup_tns_ns 0 \
    max_slew_margin_pct 49.6 \
    cts-buffers-inserted 17 \
    vdd.ir_drop.worst_v 0.000105 \
    core-area_um2 20500 \
    setup_slack_ns 7.17 \
    seq_area_frac_synth_pct 56.2 \
    htreeDepth 4 \
    lay_top_count "clkdlybuf4s50_1" \
    start_kind "input pin" \
    floorplan.core_util_pct 31.1 \
    die_h_um 148 \
    totalPowerFinal_mw 2.20 \
    end_kind "register" \
    insertion_delay_ns 0.41 \
    yosysChipArea_um2 6370 \
    io_buffers 381 \
    finalCritPeriodShare_pct 36.0 \
    syn_area_um2 6370 \
    yosys_warnings 0 \
    grt_pass1_wl_um 32500 \
    cts_setup_buffers 0 \
    hold_viol 0 \
    syn_area_per_cell_um2 10.8 \
    cts_hold_buf 0 \
    ctsResizeCount 0 \
    hpwl_um 15300 \
    wirelength_um 21200 \
    routed-via-count 5603 \
    status "finished clean" \
    clk_pin_slew_worst_paths_ns 0.06 \
    gp_congestion 0.833 \
    cellPowerDensity_nw_per_um2 201 \
    syn2layout_area_growth_pct 72.2 \
    leakage_nw 4.73 \
    slew_violations 0 \
    synth.distinct_cells 21 \
    max_cap_viol_count 0 \
    crit_fanout 79 \
    worstPathArrival_ns 4.36 \
    slowest_delay_ns 0.69 \
    crit_path_cell_trace "clkdlybuf4s50_1 > and2_4 > buf_4 > nand2_1 > o21ai_1" \
    synth_cells 591 \
    fin_crit_ns 4.03 \
    drc 0 \
    fin_skew_ns 0.00808 \
    cts_tree "yes" \
    clock.fmax_mhz 248 \
    antenna_left 0 \
    fillCellCount 1892 \
    yosys-stat-cells 591 \
    critical_path_required_ns 11.53 \
    dp_cells 1202 \
    synth_flops 143 \
    pre_cts_slack_ns 6.75 \
    final_cell_count_no_fill 1234 \
    design_area_um2 11000 \
    worst_hold_path_type "register to register" \
    path_class "input pin to register" \
    grt_max_degree 80 \
    final_cell_mix "clkdlybuf4s50_1, dfrtp_1, mux2i_1" \
    grt_use_total_pct 20.2 \
    cts_max_path_buffers 2 \
    pin_count 386 \
    antenna_found_initial 0 \
    worst_pin_slew_ns 0.756 \
    drtPass1Iterations 4 \
    via_per_inst 4.54 \
    placed_area_um2 10300 \
    edf_count 0 \
    n_antenna_cell 0 \
    first_global_vias 5630 \
    async_flop_share_pct 100 \
    setup_viol 0 \
    wl_per_cell_um 17.2 \
    warnings 29 \
    die_w_um 148 \
    root_buffer "clkbuf_16" \
    drive_gt1_share_pct 4.56 \
    critPathSlowestCell "buf_4" \
    core.rowCount 52 \
    flop_cell "dfrtp_1" \
    cts_sinks 143 \
    drt_iter0_drc 199 \
    dieArea_um2 21800 \
]
registers in the layout, summed over array words and instances, names as in the netlist:
name,flops
rd_req_addr,32
rd_req_length,32
wr_req_addr,32
wr_req_length,32
channel_rd_outstanding_ctr,3
rd_req_size,3
channel_src_addr,2
rd_req_burst,2
channel_active,1
channel_rd_req_done,1
channel_wr_req_done,1
cmd_ready,1
wr_req_valid,1
worst max-delay path: cells and delay by family:
family / cells / cell delay (ns)
compound gates: 1 / 0.12
buf+inv: 2 / 1.22
simple gates: 2 / 0.73
stage by stage:
step / util [%] / hold slack, ns
2_1_floorplan: - / 0.421
3_3_place_gp: 50.4 / 0.461
3_5_place_dp: 50.4 / 0.467
4_1_cts: 53.5 / 0.477
5_1_grt: 53.5 / 0.497
6_report: 53.5 / 0.473
synth_stat cells, types with 2 or more instances:
library cell | number | area share [%]
buf_1 | 3 | 0.18
buf_4 | 14 | 1.7
and2_1 | 2 | 0.20
clkbuf_1 | 17 | 1.0
buf_2 | 12 | 0.94
inv_1 | 6 | 0.35
nand2_1 | 87 | 5.1
a21oi_1 | 67 | 5.3
mux2i_1 | 130 | 20
nor2_1 | 35 | 2.1
dfrtp_1 | 143 | 56
o21ai_1 | 64 | 5.0
xnor2_1 | 3 | 0.41
final timing paths:
check,startpoint,end,slack (ns),cells after the start
hold reg to reg,channel_wr_req_done,wr_req_valid,0.47,1
setup reg to reg,cmd_ready,rd_req_addr[0],9.10,4
min in group asynchronous,rst,rd_req_length[30],2.30,2
hold / removal,channel_wr_req_done,wr_req_valid,0.47,1
setup / recovery,cmd_valid,rd_req_addr[0],7.17,5
max in group asynchronous,rst,wr_req_length[1],7.82,3
routing by layer:
| layer | GRT usage [%] | wire (um) | vias up |
|---|---|---|---|
| met3 | 6.77 | 1900 | 12 |
| li1 | - | - | 2756 |
| met4 | 2.11 | 245 | 0 |
| met2 | 33.9 | 10700 | 220 |
| met5 | 0 | 0 | - |
| met1 | 26.7 | 8430 | 2615 |
logic make-up after synthesis:
family | Yosys count | synth area share [%]
compound gates | 134 | 10.8
xor+xnor | 3 | 0.413
fa+ha+maj | 1 | 0.314
buf+inv | 53 | 4.18
flops | 143 | 56.2
mux | 130 | 20.4
simple gates | 127 | 7.70
cell type report:
| class | count | area [um^2] | share of cell area, % |
|---|---|---|---|
| multi-input combinational | 395 | 2530 | 23.1 |
| timing repair buffer | 387 | 3850 | 35.1 |
| clock inverter | 13 | 188 | 1.71 |
| clock buffer | 19 | 443 | 4.04 |
| inverter | 7 | 31.3 | 0.285 |
| tap | 270 | 338 | 3.08 |
| sequential | 143 | 3580 | 32.6 |
power by group:
group	switching (mW)	internal (mW)
registers	0.108	0.710
logic	0.259	0.516
clock network	0.228	0.380
Power is estimated from default activity; no workload was simulated.
